`design/flow/design.v`:
```
module vector_adder_top(
    input clk,
    input [15:0] sw,
    input BTNC,
    output [6:0] seg,
    output [3:0] an,
    output dp
);
    assign dp = 1'b1;
    wire rst;
    wire dirty_rst;
    wire [9:0] mem_address;
    wire [3:0] rom_a_data_out;
    wire [3:0] ram_b_data_out;
    wire [4:0] ram_c_data_out_stored;
    wire ram_b_write_en;
    wire [3:0] ram_b_data_in;
    wire ram_c_write_en;
    wire [4:0] ram_c_data_in;
    debouncer db(
        .clk(clk),
        .BTNC(BTNC),
        .rst(dirty_rst)
    );
    rising_edge rs(
        .clk(clk),
        .rst(dirty_rst),
        .clean_out(rst)
    );
    memory_controller ctrl(
        .clk(clk),
        .rst(rst),
        .SW(sw),
        .rom_a_data_in(rom_a_data_out),
        .ram_b_data_in(ram_b_data_out),
        .address_out(mem_address),
        .ram_b_data_out(ram_b_data_in),
        .ram_b_write_en_out(ram_b_write_en),
        .ram_c_data_out(ram_c_data_in),
        .ram_c_write_en_out(ram_c_write_en)
    );
    display disp(
        .clk(clk),
        .rst(dirty_rst),
        .SW(sw),
        .val_A(rom_a_data_out),
        .val_B(ram_b_data_out),
        .val_C(ram_c_data_out_stored),
        .seg(seg),
        .anode(an)
    );
    dist_mem_gen_0 rom_a_inst (
      .clk(clk),
      .a(mem_address),
      .qspo(rom_a_data_out)
    );
    dist_mem_gen_1 ram_b_inst (
      .clk(clk),
      .we(ram_b_write_en),
      .a(mem_address),
      .d(ram_b_data_in),
      .qspo(ram_b_data_out)
    );
    dist_mem_gen_2 ram_c_inst (
      .clk(clk),
      .we(ram_c_write_en),
      .a(mem_address),
      .d(ram_c_data_in),
      .qspo(ram_c_data_out_stored)
    );
endmodule
module rising_edge(
    input clk,
    input rst,
    output reg clean_out
);
    reg temp;
    always @(posedge clk) begin
        temp <= rst;
        clean_out <= rst & ~temp;
    end
endmodule
module memory_controller(
    input clk,
    input rst,
    input [15:0] SW,
    input [3:0] rom_a_data_in,
    input [3:0] ram_b_data_in,
    output reg [9:0] address_out,
    output reg [3:0] ram_b_data_out,
    output reg       ram_b_write_en_out,
    output reg [4:0] ram_c_data_out,
    output reg       ram_c_write_en_out
);
    localparam S_INIT = 1'b0;
    localparam S_IDLE = 1'b1;
    reg state, next_state;
    reg [9:0] init_counter;
    wire [1:0] mode    = SW[15:14];
    wire [9:0] sw_addr = SW[13:4];
    wire [3:0] sw_data = SW[3:0];
    wire write_event;
    wire increment_event;
    edge_detector write_detector(
        .clk(clk),
        .rst(rst),
        .signal_in(state == S_IDLE && mode == 2'b10),
        .pulse_out(write_event)
    );
    edge_detector increment_detector(
        .clk(clk),
        .rst(rst),
        .signal_in(state == S_IDLE && mode == 2'b11),
        .pulse_out(increment_event)
    );
    always @(posedge clk) begin
        if (rst) begin
            state <= S_INIT;
        end else begin
            state <= next_state;
        end
    end
    always @(*) begin
        next_state = state;
        case (state)
            S_INIT: if (init_counter == 1023) begin
                next_state = S_IDLE;
            end
            S_IDLE: if (rst) begin
                next_state = S_INIT;
            end
        endcase
    end
    always @(posedge clk) begin
        if (rst) begin
            init_counter <= 0;
        end
        ram_b_write_en_out <= 0;
        ram_c_write_en_out <= 0;
        case (state)
            S_INIT: begin
                if (init_counter < 1023) begin
                    init_counter <= init_counter + 1;
                end
                address_out <= init_counter;
                ram_c_data_out <= rom_a_data_in + ram_b_data_in;
                ram_c_write_en_out <= 1;
            end
            S_IDLE: begin
                address_out <= sw_addr;
                if (write_event) begin
                    ram_b_data_out <= sw_data;
                    ram_b_write_en_out <= 1;
                    ram_c_data_out <= rom_a_data_in + sw_data;
                    ram_c_write_en_out <= 1;
                end else if (increment_event) begin
                    ram_b_data_out <= ram_b_data_in + 1;
                    ram_b_write_en_out <= 1;
                    ram_c_data_out <= rom_a_data_in + (ram_b_data_in + 1);
                    ram_c_write_en_out <= 1;
                end
            end
        endcase
    end
endmodule
module display(
    input clk,
    input rst,
    input [15:0] SW,
    input [3:0] val_A,
    input [3:0] val_B,
    input [4:0] val_C,
    output reg [6:0] seg,
    output reg [3:0] anode
);
    localparam REFRESH_LIMIT = 20;
    localparam RESET_TIME_LIMIT = 500000; 
    reg [16:0] refresh_counter;
    reg [1:0] digit_select;
    reg [28:0] rst_timer;
    reg show_rst;
    reg [4:0] current_symbol;
    wire [6:0] seg_from_decoder;
    seven_seg_decoder decoder(.letter(current_symbol), .seg(seg_from_decoder));
    always @(posedge clk or posedge rst) begin
        if (rst) begin
            digit_select <=0;
        end
        else begin
            digit_select <= digit_select +1;
        end
    end
    always @(posedge clk) begin
        if (refresh_counter >= REFRESH_LIMIT - 1) begin
            refresh_counter <= 0;
        end else begin
            refresh_counter <= refresh_counter + 1;
        end
    end
    always @(posedge clk) begin
        if (rst) begin
            show_rst <= 1;
            rst_timer <= 0;
        end else if (show_rst) begin
            if (rst_timer >= RESET_TIME_LIMIT - 1) begin
                show_rst <= 0;
            end else begin
                rst_timer <= rst_timer + 1;
            end
        end
    end
    always @(*) begin
        anode = 4'b1111;
        current_symbol = 5'h15;
        if (show_rst) begin
            case (digit_select)
                3: begin anode = 4'b0111; current_symbol = 5'h11; end  
                2: begin anode = 4'b1011; current_symbol = 5'h12; end  
                1: begin anode = 4'b1101; current_symbol = 5'h13; end  
                0: begin anode = 4'b1110; current_symbol = 5'h14; end  
            endcase
        end else if (SW[15:14] == 2'b01) begin  
            case (digit_select)
                0: begin anode = 4'b1110; current_symbol = {1'b0, val_A}; end
                1: begin anode = 4'b1101; current_symbol = {1'b0, val_B}; end
                2: begin anode = 4'b1011; current_symbol = val_C[3:0]; end
                3: begin anode = 4'b0111; current_symbol = {4'b0, val_C[4]}; end
            endcase
        end
        seg = seg_from_decoder;
    end
endmodule
module edge_detector(
    input clk,
    input rst,
    input signal_in,
    output reg pulse_out
);
    reg prev_signal;
    always @(posedge clk) begin
        if (rst) begin
            prev_signal <= 0;
            pulse_out <= 0;
        end else begin
            prev_signal <= signal_in;
            pulse_out <= signal_in & ~prev_signal;
        end
    end
endmodule
module debouncer(
    input clk,
    input BTNC,
    output reg rst
);
    reg [19:0] counter;
    reg btn_state;
    always @(posedge clk) begin
        btn_state <= BTNC;
        if (BTNC != btn_state) begin
            counter <= 0;
            rst <= 0;
        end else if (BTNC == 1) begin
            if (counter < 20'd999999) begin
                counter <= counter + 1;
            end else begin
                rst <= 1;
            end
        end else begin
            rst <= 0;
            counter <= 0;
        end
    end
endmodule
module seven_seg_decoder(input [4:0] letter, output reg [6:0] seg);
    always @(*) begin
        case(letter)
            5'h0: seg = 7'b1000000; 5'h1: seg = 7'b1111001; 5'h2: seg = 7'b0100100;
            5'h3: seg = 7'b0110000; 5'h4: seg = 7'b0011001; 5'h5: seg = 7'b0010010;
            5'h6: seg = 7'b0000010; 5'h7: seg = 7'b1111000; 5'h8: seg = 7'b0000000;
            5'h9: seg = 7'b0010000; 5'hA: seg = 7'b0001000; 5'hB: seg = 7'b0000011;
            5'hC: seg = 7'b1000110; 5'hD: seg = 7'b0100001; 5'hE: seg = 7'b0000110;
            5'hF: seg = 7'b0001110; 5'h10: seg = 7'b1000111; 5'h11: seg = 7'b0111111;
            5'h12: seg = 7'b0101111; 5'h13: seg = 7'b0010010; 5'h14: seg = 7'b0000111;
            5'h15: seg = 7'b1111111; default: seg = 7'b1111111;
        endcase
    end
endmodule
```
`design/flow/constraint.sdc`:
```
current_design display

set clk_period 3.8
set clk_io_pct 0.2

create_clock -name clk0 -period $clk_period [get_ports {clk}]

set non_clock_inputs [all_inputs -no_clocks]
set_input_delay [expr $clk_period * $clk_io_pct] -clock clk0 $non_clock_inputs
set_output_delay [expr $clk_period * $clk_io_pct] -clock clk0 [all_outputs]
```
`design/flow/run.sh`:
```
#!/bin/bash
# OpenROAD 26Q1-2900-gdf79404cd8, Yosys 0.63+post, stock flow scripts
make -C /OpenROAD-flow-scripts/flow DESIGN_CONFIG=/design/flow/config.mk WORK_HOME=/design/flow/orfs finish
```
`design/flow/config.mk`:
```
export PLATFORM = sky130hd
export DESIGN_NAME = display
export DESIGN_NICKNAME = display
export VERILOG_FILES = /design/flow/design.v
export SDC_FILE = /design/flow/constraint.sdc
export NUM_CORES = 4
export LEC_CHECK = 1
export CORE_AREA = 10 10 104 104
export DIE_AREA = 0 0 114 114
```
==> summary.txt <==
Via Count: 1896
Diodes inserted: 0
Seq share, synth: 32.2%
M1 WL: 2.48 mm
Core Region: 0.00868 sq mm
WP data arrival: 2980 ps
Worst slew margin: 70.8%
Share of cells above drive strength 1: 21.8%
Total Power: 0.000709 W
Final setup viols: 0
Worst hold path class: reg2reg
Fin. Hold Viols: 0
Net switching power: 0.000153 W
Static leakage: 1.06 nW
Area of the die: 0.0130 sq mm
Setup TNS: 0 ps
Initial antenna violation count: 0
Vias per cell: 4.73
CTS tree: done
FF-to-FF path depth: 6
Worst Setup EP: seg[3]
Layout Utilization: 32.0%
Maximum number of pins on one net before global-route repair: 30
Hold wc startpoint: rst_timer[23]$_SDFFE_PP0P_
DR pass1 iterations: 4
R2r endpoint: rst_timer[3]$_SDFFE_PP0P_
Die W: 114 um
Slew @ Worst Pin: 438 ps
Die Height: 114 um
CP startpoint: val_C[4]
Synthesized area: 0.00202 sq mm
Cells in synth_stat.txt: 244
Yosys synthesis chip area: 0.00202 sq mm
Clk latency of the worst-skew pair: 280 ps
Final HPWL DP: 3.47 mm
Yosys cell types: 50
Standard-cell row count: 34
CP Cell Sequence: clkdlybuf4s50_1, a22oi_2, o2bb2ai_2, a22oi_2, inv_2, buf_4, ha_2, buf_4, a21oi_2, a32o_1, clkdlybuf4s50_1
P per Cell Area: 255 mW/mm^2
Num CTS Buffers: 5
Vias in the first global route: 1808
Power Internal: 0.000556 W
Sw frac: 21.5%
Synth async-reset ratio: 6.25%
Worst-path clk slew: 70 ps
Startpoint types: primary input
F_max: 268 MHz
Combinational power share: 6.3%
RD Place Congestion: 0.912
Crit-path max FO: 3
Final cell count without fillers: 401
Final ANT Viol Nets: 0
WL met2: 2.06 mm
Pins Over Slew Limit: 0
Ys flop type: dfxtp_1
Critical setup path kind: in2out
Worst Path Required: 3040 ps
Grt ovf: 0
Mapped Cells: 244
Initial Util: 23.3%
Total wire length: 4.79 mm
Wire per inst: 11.9 um
CTS Sinks: 32
Max-cap violation count: 0
Ys flops: 32
H-tree levels: 2
CP endpoint kind: output port
Dominant logic cell types in the final layout: dfxtp_1, buf_4, nand2_1
Cycle use final: 98.3%
Seq pwr share: 48.1%
CTS root buf: clkbuf_8
First-pass GRT wire length: 8.10 mm
Log Warnings: 51
Fin crit period: 3740 ps
Clock group share of total power: 45.6%
Place WS: -170 ps
FF-to-FF setup slack: 1640 ps
Syn Area/Cell: 8.29 sq um
Number of I/O port buffers: 27
Drt drc: 0
Crit-path slowest cell: clkdlybuf4s50_1
Highest routed layer: met4
Hold Buf Count CTS: 0
DP Cell Count: 388
Max Clock Skew: 4.09 ps
Total GRT Usage: 7.07%
Drt first-iter violations: 110
Most frequent logic cell in the layout: dfxtp_1
Status: finished clean
RSZ-0062 raised after global routing: true
VDD IR-drop max: 0.168 mV
Ports: 42
Critical path's largest stage delay: 470 ps
Number of synthesized flops with an enable pin: 0
Setup slack after layout: 63.9 ps
R2R Path Start: rst_timer[0]$_SDFFE_PP0P_
Synth warnings: 2
Met3 wire length: 238 um
Clock buffer depth: 2
Hold Path Depth: 1
Synth-to-Final Area Change: 37.4%
flip-flops by register name, indices dropped and copies added, names as in the netlist:
signal,count
digit_select,2
show_rst,1
rst_timer,29
Yosys cell counts, types with 6 or more instances:
cell type | count | area share (%)
dfxtp_1 | 30 | 30
nand2_1 | 25 | 4.6
a21oi_1 | 20 | 5.0
ha_1 | 15 | 9.3
nand3_1 | 14 | 3.5
o21ai_0 | 12 | 3.0
clkbuf_1 | 10 | 1.9
nor2_1 | 10 | 1.9
nor2b_1 | 10 | 3.1
or3_1 | 10 | 3.1
inv_1 | 9 | 1.7
o31ai_1 | 6 | 2.2
layer usage:
layer,vias to the layer above,track usage (%)
met3,2,1.49
met2,30,11.2
met4,0,0.585
li1,1003,-
met1,861,10.1
met5,-,0
worst min path at each step:
stage / end
after CTS: rst_timer[22]$_SDFFE_PP0P_
final: rst_timer[23]$_SDFFE_PP0P_
after global routing: rst_timer[28]$_SDFFE_PP0P_
critical path: cells and delay by family:
family	cells	cell delay, ps
buffers and inverters	5	1310
adders and majority gates	1	180
AOI/OAI and AO/OA	5	750
timing repair:
item                                    4_1_cts  5_1_grt
endpoints found under the setup margin        6        5
resized                                      17        9
pin swaps                                     5        5
buffers inserted                              2        3
area by class of cell:
cell class	instances	area (sq um)
fill	904	5900
multi-input combinational	189	1370
sequential	32	651
timing repair buffer	54	472
tap	108	135
clock buffer	5	68.8
clock inverter	3	42.5
inverter	10	37.5
metrics by stage:
stage | area (sq um) | hold WS (ps)
global placement | 2540 | 467
CTS | 2720 | 484
detailed placement | 2540 | 471
floorplan | 2020 | 456
global route | 2780 | 498
finish | 2780 | 483
logic make-up (layout without fill, tap and decap cells):
kind of cell,Yosys count,in the layout,share of synthesized area [%]
AND/OR/NAND/NOR,106,106,31.8
AND-OR/OR-AND,64,64,20.5
flip-flops,32,32,32.2
buffers and inverters,23,72,4.39
adder cells (fa/ha/maj),15,15,9.28
XOR/XNOR,3,3,1.30
multiplexers,1,1,0.495
power groups by stage:
stage / Clock, W / Combinational, W / Sequential (W)
final: 0.000323 / 0.0000443 / 0.000341
after CTS: 0.000328 / 0.0000446 / 0.000341
after global routing: 0.000338 / 0.0000486 / 0.000341
Power and IR drop assume default switching activity.
