$ cat /design/flow/design.v
`timescale 1ns / 1ps
module Seven_segment_display(
    input [9:0] sw,
    output reg [6:0] seg,
    output [3:0] an
    );
    assign an = 4'b1110;
    always @(*) begin
    seg = 7'b1111111;
    if (sw[9]) seg = 7'b0010000;
    else if(sw[8]) seg = 7'b0000000;
    else if(sw[7]) seg = 7'b1111000;
    else if(sw[6]) seg = 7'b0000010;
    else if(sw[5]) seg = 7'b0010010;
    else if(sw[4]) seg = 7'b0011001;
    else if(sw[3]) seg = 7'b0110000;
    else if(sw[2]) seg = 7'b0100100;
    else if(sw[1]) seg = 7'b1111001;
    else if(sw[0]) seg = 7'b1000000;
    end 
endmodule
$ cat /design/flow/config.mk
export PLATFORM = sky130hd
export DESIGN_NAME = Seven_segment_display
export DESIGN_NICKNAME = Seven_segment_display
export VERILOG_FILES = /design/flow/design.v
export SDC_FILE = /design/flow/constraint.sdc
export NUM_CORES = 4
export LEC_CHECK = 1
export CORE_AREA = 10 10 70 70
export DIE_AREA = 0 0 80 80
$ cat /design/flow/constraint.sdc
current_design Seven_segment_display

set clk_period 1.2
set clk_io_pct 0.2

create_clock -name clk0 -period $clk_period

set non_clock_inputs [all_inputs -no_clocks]
set_input_delay [expr $clk_period * $clk_io_pct] -clock clk0 $non_clock_inputs
set_output_delay [expr $clk_period * $clk_io_pct] -clock clk0 [all_outputs]
$ cat /design/flow/run.sh
#!/bin/bash
# OpenROAD 26Q1-2900-gdf79404cd8, Yosys 0.63+post, stock flow scripts
make -C /OpenROAD-flow-scripts/flow DESIGN_CONFIG=/design/flow/config.mk WORK_HOME=/design/flow/orfs finish
==> results.cfg <==
; generated from flow reports
[final_layout]
nClkBuffers = 0
n_fill_cell = 362
synthToLayoutAreaGrowth_pct = 280
final_common_cell = buf_6
logic_area_sq_um = 292
stdcell_area_sq_um = 718
regArea_sq_um = 0
ff_count = 0
layout_top_cells = buf_6 (18), buf_2 (10), buf_4 (9)
drive_above_1_share_pct = 78.6

[run]
warnings = 34
max_cap_violations = 0

[clocking]
hold_buffers = 0

[route]
firstDrtPassIters = 3
wire_per_inst_um = 10.7
final_antenna_net_count = 0
dr_total_vias = 371
diodes = 0
drt_wl_total_mm = 1.24
first_iter_violations = 17
via_per_inst = 3.20
drcViolationCount = 0

[worst_setup_path]
crit_path_start_kind = input port
crit_path_end_kind = output port
cpMaxStageDelayCell = nor4_4
crit_fanout = 2
critPathRequiredTime_ns = 0.96
max_stage_delay_ns = 0.25
path_class = input port to output port
crit_arrival_ns = 1.10
crit_chain = buf_8 -> buf_6 -> nor4_4 -> o21ai_1 -> a21o_1 -> buf_2

[synth]
yosysTopAreaCell = buf_4
yosys_area_sq_um = 189
ys_seq_share_pct = 0
syn_area_sq_um = 189
topCellsByArea = buf_4 (16%), nor2_1 (9.9%), a2111oi_2 (7.9%), o21a_1 (7.9%), nor4_1 (6.6%)
synthCells = 32
synth.distinct_cells = 18
syn_avg_cell_area_sq_um = 5.90
ys_cells = 32
synth_warnings = 1
yosysTopAreaCellShare_pct = 15.9

[placement]
gp_congestion = 0.851
io_buffers = 17
dp_hpwl_um = 815
place_area_sq_um = 469

[die]
die_y_um = 80
initCoreUtil_pct = 5.53
core_area_sq_mm = 0.00342
dieWidth_um = 80
top_level_ports = 21
fp-row-count = 21
die-area_sq_mm = 0.00640

[global_route]
grt_max_degree = 7
antenna_found_initial = 0
grt.total_usage_pct = 3.72
grt_pass1_vias = 395
grt.overflow.total = 0
grt_pass1_wl_mm = 1.99

[worst_hold_path]
hold_start = sw[9]
hold_end = seg[4]
worstHoldPathCells = 4
min_path_type = input port to output port

[outcome]
run_status = finished with violations
violations = negative setup slack

[power_and_ir_drop]
comb_power_share_pct = 100.0
power_frac_seq_pct = 0
cellLeakagePower_nw = 0.319
p_sw_share_pct = 40.4
ir_drop_uv = 45.8
p_int_w = 0.000122
p_sw_w = 0.0000828
clockPowerShare_pct = 0
finalPower_w = 0.000205
power_per_cell_area_mw_per_mm2 = 285

[timing]
clock.fmax_mhz = 749
worst_slack_ns = -0.136
rsz0062_at_grt = true
fin_crit_sh_pct = 111
fin_crit_ns = 1.34
final_hold_viol_count = 0
finalSetupViolCount = 4
drv_slew = 0
synthesized netlist by cell type, drive strengths merged:
cell and number:
nor2 6, buf 4, nand2 3, a21oi 2, conb 2, nor4 2
o21a 2, o21ai 2, a2111oi 1, a21boi 1, a21o 1, inv 1
nand2b 1, nand3b 1, nor2b 1, nor3 1, nor4b 1
worst max-delay path by stage:
stage,start,endpoint,slack (ns),depth (start not counted)
after CTS,sw[7],seg[2],-0.18,6
after global routing,sw[7],seg[4],-0.21,6
final,sw[7],seg[4],-0.14,6
layout make-up:
type               instances  area share, %
well taps                 46           8.01
multi-input cells         29           40.6
inverters                  1          0.523
repair buffers            40           50.9
logic make-up after synthesis:
| kind of cell | count (synthesis) | share of synthesized area [%] |
|---|---|---|
| compound gates | 9 | 34.4 |
| simple gates | 16 | 43.7 |
| buf+inv | 5 | 17.9 |
| other cells | 2 | 3.97 |
per-layer routing:
metal	global-route usage, %	routed length (um)	share of wire, %	up-vias
met1	4.68	527	43	176
met5	0	0	0	-
met2	6.58	612	49	11
met3	0.909	100	8.1	0
li1	-	-	-	184
met4	0	0	0	0
power by group through the flow:
stage / Sequential [W] / Combinational, W / Clock, W
4_1_cts: 0 / 0.000177 / 0
5_1_grt: 0 / 0.000220 / 0
6_report: 0 / 0.000205 / 0
what timing repair did:
item	CTS	global route
buffers inserted	12	3
resized	106	14
endpoints found under the setup margin	7	7
pin swaps	13	9
hold endpoints to repair	0	0
worst max-delay path: cells and delay by family:
kind / cells / cell delay (ns)
compound gates: 2 / 0.29
buf+inv: 3 / 0.32
simple gates: 1 / 0.25
metrics by stage:
stage / util (%) / setup WS, ns / instances / hold WS, ns / TNS [ns]
3_5_place_dp: 13.7 / -0.864 / 103 / 1.56 / -5.65
5_1_grt: 21.0 / -0.211 / 116 / 0.840 / -0.697
4_1_cts: 18.9 / -0.180 / 114 / 0.850 / -0.462
6_report: 21.0 / -0.136 / 116 / 0.816 / -0.349
3_3_place_gp: 13.7 / -0.860 / 103 / 1.58 / -5.62
2_1_floorplan: - / 0.198 / 34 / 0.495 / 0
Power is estimated from default activity; no workload was simulated.
